File: flow/design.v
module uart_rx
   #(parameter DBIT = 8,     
     S_TICK = 16)    
   (
   input                clk,
   input                reset_n,
   input                s_tick,   
   input                rx,       
   output reg [DBIT-1:0]  rx_data,  
   output reg             rx_done,  
   output reg             rx_frame_error  
   );
   localparam IDLE  = 0,
              START = 1,
              DATA  = 2,
              STOP  = 3;
   reg [1:0] state_reg, state_next;
   reg [3:0] s_reg, s_next;  
   reg [$clog2(DBIT)-1:0] n_reg, n_next;  
   reg [DBIT-1:0] b_reg, b_next;  
   reg rx_d1, rx_d2;  
   always @(posedge clk, negedge reset_n)
   begin
      if (~reset_n)
      begin
         state_reg <= IDLE;
         s_reg     <= 0;
         n_reg     <= 0;
         b_reg     <= 0;  
         rx_d1     <= 1'b1;
         rx_d2     <= 1'b1;
      end
      else
      begin
         state_reg <= state_next;
         s_reg     <= s_next;
         n_reg     <= n_next;
         b_reg     <= b_next;
         rx_d1     <= rx;
         rx_d2     <= rx_d1;
      end
   end
   always @(*)
   begin
      state_next      = state_reg;
      s_next          = s_reg;
      n_next          = n_reg;
      b_next          = b_reg;
      rx_done         = 1'b0;
      rx_frame_error  = 1'b0;
      rx_data         = b_reg;
      case (state_reg)
         IDLE:
         begin
            if (rx_d2 & ~rx_d1)  
            begin
               s_next     = 0;
               state_next = START;
            end
         end
         START:
         begin
            if (s_tick)
               if (s_reg == (S_TICK/2 - 1))
               begin
                  if (rx_d1 == 1'b0)  
                  begin
                     s_next     = 0;
                     n_next     = 0;
                     state_next = DATA;
                  end
                  else  
                     state_next = IDLE;
               end
               else
                  s_next = s_reg + 1;
         end
         DATA:
         begin
            if (s_tick)
               if (s_reg == (S_TICK - 1))
               begin
                  s_next = 0;
                  b_next = {rx_d2, b_reg[DBIT-1:1]}; 
                  if (n_reg == (DBIT - 1))
                     state_next = STOP;
                  else
                     n_next = n_reg + 1;
               end
               else
                  s_next = s_reg + 1;
         end
         STOP:
         begin
            if (s_tick)
               if (s_reg == (S_TICK - 1))
               begin
                  if (rx_d1 == 1'b0)
                     rx_frame_error = 1'b1;
                  rx_done    = 1'b1;
                  rx_data    = b_reg;  
                  state_next = IDLE;
               end
               else
                  s_next = s_reg + 1;
         end
         default:
            state_next = IDLE;
      endcase
   end
endmodule
module uart_top
   #(parameter DBIT = 8,
     S_TICK = 16,
     parameter KEY = 8'hD5)  
   (
   input                clk,
   input                reset_n,
   input                s_tick,
   input                tx_start,
   input  [DBIT-1:0]    tx_din,
   output [DBIT-1:0]    rx_data,
   output               rx_done,
   output               rx_frame_error,
   output               serial_tx_out
   );
    wire internal_serial_link;
    wire [DBIT-1:0] encrypted_data;
    wire [DBIT-1:0] raw_received_data;
    xor_cipher #(
        .WIDTH(DBIT)
    ) ENC_inst (
        .data_in(tx_din),
        .key(KEY),
        .data_out(encrypted_data)
    );
    uart_tx #(
        .DBIT(DBIT)
    ) UUT_TX (
        .clk(clk),
        .reset_n(reset_n),
        .tx_start(tx_start),
        .s_tick(s_tick),
        .tx_din(encrypted_data),  
        .tx_done_tick(),  
        .tx(internal_serial_link)
    );
    uart_rx #(
        .DBIT(DBIT)
    ) UUT_RX (
        .clk(clk),
        .reset_n(reset_n),
        .s_tick(s_tick),
        .rx(internal_serial_link),
        .rx_data(raw_received_data),  
        .rx_done(rx_done),
        .rx_frame_error(rx_frame_error)
    );
    xor_cipher #(
        .WIDTH(DBIT)
    ) DEC_inst (
        .data_in(raw_received_data),
        .key(KEY),
        .data_out(rx_data)  
    );
    assign serial_tx_out = internal_serial_link;
endmodule
module uart_tx
   #(parameter DBIT = 8,
     SB_TICK = 16)  
   (
   input clk, reset_n,
   input tx_start, s_tick,
   input [DBIT - 1:0] tx_din,
   output reg tx_done_tick,
   output tx
   );
   localparam idle = 0, start = 1,
              data = 2, stop = 3;
   reg [1:0] state_reg, state_next;
   reg [3:0] s_reg, s_next;  
   reg [$clog2(DBIT) - 1:0] n_reg, n_next;  
   reg [DBIT - 1:0] b_reg, b_next;  
   reg tx_reg, tx_next;  
   always @(posedge clk, negedge reset_n)
   begin
      if (~reset_n)
      begin
         state_reg <= idle;
         s_reg <= 0;
         n_reg <= 0;
         b_reg <= 0;
         tx_reg <= 1'b1;
      end
      else
      begin
         state_reg <= state_next;
         s_reg <= s_next;
         n_reg <= n_next;
         b_reg <= b_next;
         tx_reg <= tx_next;
      end
   end
   always @(*)
   begin
      state_next = state_reg;
      s_next = s_reg;
      n_next = n_reg;
      b_next = b_reg;
      tx_next = tx_reg;
      tx_done_tick = 1'b0;
      case (state_reg)
         idle:
         begin
            tx_next = 1'b1;
            if (tx_start)
            begin
               s_next = 0;
               b_next = tx_din;
               state_next = start;
            end
         end
         start:
         begin
            tx_next = 1'b0;
            if (s_tick)
               if (s_reg == 15)
               begin
                  s_next = 0;
                  n_next = 0;
                  state_next = data;
               end
               else
                  s_next = s_reg + 1;
         end
         data:
         begin
            tx_next = b_reg[0];
            if (s_tick)
               if (s_reg == 15)
               begin
                  s_next = 0;
                  b_next = {1'b0, b_reg[DBIT - 1:1]};
                  if (n_reg == (DBIT - 1))
                     state_next = stop;
                  else
                     n_next = n_reg + 1;
               end
               else
               begin
                  s_next = s_reg + 1;
                  n_next = n_reg;  
               end
            else  
            begin
                s_next = s_reg;
                n_next = n_reg;
            end
         end
         stop:
         begin
            tx_next = 1'b1;  
            if (s_tick)
               if (s_reg == (SB_TICK - 1))
               begin
                  tx_done_tick = 1'b1;
                  state_next = idle;
               end
               else
                  s_next = s_reg + 1;
         end
         default:
            state_next = idle;
      endcase
   end
   assign tx = tx_reg;
endmodule
module xor_cipher
   #(parameter WIDTH = 8)
   (
   input  [WIDTH-1:0] data_in,
   input  [WIDTH-1:0] key,
   output [WIDTH-1:0] data_out
   );
   assign data_out = data_in ^ key;
endmodule
File: flow/run.sh
#!/bin/bash
# OpenROAD 26Q1-2900-gdf79404cd8, Yosys 0.63+post, stock flow scripts
make -C /OpenROAD-flow-scripts/flow DESIGN_CONFIG=/design/flow/config.mk WORK_HOME=/design/flow/orfs finish
File: flow/config.mk
export PLATFORM = sky130hd
export DESIGN_NAME = uart_top
export DESIGN_NICKNAME = uart_top
export VERILOG_FILES = /design/flow/design.v
export SDC_FILE = /design/flow/constraint.sdc
export NUM_CORES = 4
export LEC_CHECK = 1
export CORE_UTILIZATION = 30
File: flow/constraint.sdc
current_design uart_top

set clk_period 2.6
set clk_io_pct 0.2

create_clock -name clk0 -period $clk_period [get_ports {clk}]

set non_clock_inputs [all_inputs -no_clocks]
set_input_delay [expr $clk_period * $clk_io_pct] -clock clk0 $non_clock_inputs
set_output_delay [expr $clk_period * $clk_io_pct] -clock clk0 [all_outputs]
==> qor.tcl <==
set qor(outcome) {complete, no violations}
set qor(die.size.x_um) 85.5
set qor(grt_remaining_overflow) 0
set qor(tool_warnings) 25
set qor(detail_route.wirelength_um) 3700
set qor(syn_area_um2) 2090
set qor(class_of_the_worst_hold_path) {in -> async}
set qor(cp_cell_sequence) {ha_2 -> nand3_1 -> nor2_2 -> nand2_1 -> nor2_1 -> clkdlybuf4s50_1}
set qor(vias_per_cell) 4.89
set qor(finalSetupViolCount) 0
set qor(flop_area_um2) 1030
set qor(power.internal_w) 0.00142
set qor(total_power_w) 0.00222
set qor(ant_nets) 0
set qor(critical_path.top_delay_family) {simple AND/OR/NAND/NOR gates}
set qor(yosysCellCount) 209
set qor(clock_power_share_pct) 18.2
set qor(fillers) 676
set qor(placed_cell_area_um2) 2390
set qor(die-area_um2) 7310
set qor(layout-area-overhead-vs-synth_pct) 18.5
set qor(report.final.slew_viol_count) 0
set qor(post_synth_main_area_contributors) {sky130_fd_sc_hd__dfrtp_1 (43%), sky130_fd_sc_hd__dfstp_2 (6.3%), sky130_fd_sc_hd__nand2_1 (5.0%)}
set qor(maxCapViolations) 0
set qor(place.detailed.hpwl_um) 2660
set qor(combinational_area_um2) 945
set qor(cts_max_level) 2
set qor(cts-root-to-sink-buffers) 2
set qor(antenna_cells_inserted) 0
set qor(setup.worst_path.start_class) {flip-flop}
set qor(ys_seq_elements) 41
set qor(yosys.area.top_type) {sky130_fd_sc_hd__dfrtp_1}
set qor(detail_route.drc_violations) 0
set qor(use_met2_pct) 18.0
set qor(die_height_um) 85.5
set qor(post-synth-top-area-fraction_pct) 43.1
set qor(ys.warnings.count) 2
set qor(core_area_um2) 6760
set qor(critical_path.endpoint_type) {output port}
set qor(synth-seq-area-share_pct) 49.3
set qor(seq_power_share_pct) 49.2
set qor(clock_sink_count) 41
set qor(design_area_um2) 2480
set qor(routed_wire_length_per_instance_um) 11.8
set qor(vias) 1539
set qor(timing.critical_path.slowest_cell_delay_ns) 0.45
set qor(syn-mean-instance-area_um2) 10.0
set qor(timing.final.crit_share_pct) 93.8
set qor(io_buffer_count) 22
set qor(post_route_cells_drive_above_1_share_pct) 15.3
set qor(required_arrival_time_at_the_worst_endpoint_ns) 2.08
set qor(floorplan.core_util_pct) 31.0
set qor(timing.clock.skew_ns) 0.00800
set qor(syn-instance-count) 209
set qor(yosys.stat.chipArea_um2) 2090
set qor(globalRoute.busiestLayer) {met2}
set qor(layout_min_cycle_time_ns) 2.44
set qor(timing_hold_violations_final) 0
set qor(power.net_switching_w) 0.000801
set qor(arrival_ns) 1.92
set qor(iteration_count_of_the_initial_detailed_routing_pass) 4
set qor(drt-initial-drc-count) 54
set qor(setup-tns-final_ns) 0
set qor(max_freq_ghz) 0.410
set qor(grt_pass1_wl_um) 6730
set qor(grt_antenna_before_repair) 0
set qor(pin_count_of_the_biggest_net_entering_global_routing) 23
set qor(ys_types) 43
set qor(worst_hold_slack_ns) 0.166
set qor(power-per-cell-area_nw_per_um2) 895
set qor(grtUsageMet1_pct) 17.7
set qor(globalplace.congestion) 0.830
set qor(worst_path_max_delay_cell) {sky130_fd_sc_hd__clkdlybuf4s50_1}
set qor(clock_root_cell) {sky130_fd_sc_hd__clkbuf_8}
set qor(via_count_of_the_first_global_routing_pass) 1543
set qor(worstSkewPairLatency_ns) 0.29
set qor(critical_path_buf_inv_count) 1
set qor(row_count) 30
set qor(clkTransAtPathRegs_ns) 0.08
set qor(setup_repair_after_global_routing_missed_its_margin) {false}
set qor(p_leak_nw) 1.08
set qor(cts_tree) {built}
set qor(number_of_top_level_pins) 23
set qor(ctsHoldBuffers) 0
set qor(max_slew.worst_pin.slew_ns) 0.464
set qor(cts_bufs_inserted) 5
set qor(crit_path_max_fanout) 8
set qor(sw_frac_of_total_pct) 36.1
set qor(peakVddDrop_mv) 0.406
set qor(type_of_the_worst_setup_path) {reg -> out}
set qor(comb_power_share_pct) 32.6
set qor(grt_usage_pct) 11.4
set qor(slew_headroom_pct) 69.1
set qor(globalRouteMet3Util_pct) 1.76
[layout make-up]
class	instances	area share, %
Clock buffer	6	2.93
Clock inverter	2	0.404
Inverter	14	2.12
Multi-Input combinational cell	143	38.1
Sequential cell	41	41.6
Tap cell	80	4.04
Timing Repair Buffer	29	10.8
[synth_stat cells (all sizes together)]
cell type,n
a2111oi,1
a211oi,1
a21boi,2
a21oi,7
a22o,5
a31oi,2
a32oi,1
and2,1
and3b,1
and4,1
and4b,1
and4bb,1
buf,8
clkbuf,3
dfrtp,36
dfstp,5
ha,6
inv,14
mux2,6
mux2i,5
nand2,28
nand2b,3
nand3,11
nand3b,2
nand4,4
nand4b,1
nor2,13
nor2b,4
nor3,2
o21ai,21
o21bai,2
o221ai,1
o2bb2ai,3
o31ai,3
o41ai,1
or2,1
or4b,1
xor2,1
[power groups by stage]
stage	logic (W)	registers (W)	clock network [W]
CTS	0.000731	0.00109	0.000422
global route	0.000840	0.00113	0.000440
finish	0.000723	0.00109	0.000403
[cell families (layout without fill, tap and decap cells)]
family	Yosys count	in the layout	synth area share, %
DFF	41	41	49.3
buffers and inverters	25	51	5.74
muxes	11	11	5.62
xor gates and xnor gates	1	1	0.419
adders and majority gates	6	6	3.59
and+or+nand+nor	75	75	18.7
AOI/OAI and AO/OA	50	50	16.6
[cells in the final DEF (no fill, tap or decap), types with 2 or more instances in the layout]
cell type	instances
sky130_fd_sc_hd__mux2i_1	5
sky130_fd_sc_hd__inv_1	14
sky130_fd_sc_hd__nor2b_1	4
sky130_fd_sc_hd__nand4_1	2
sky130_fd_sc_hd__nand3_1	11
sky130_fd_sc_hd__o21bai_1	2
sky130_fd_sc_hd__ha_1	5
sky130_fd_sc_hd__clkbuf_8	5
sky130_fd_sc_hd__clkdlybuf4s50_1	21
sky130_fd_sc_hd__nand4_2	2
sky130_fd_sc_hd__o2bb2ai_1	3
sky130_fd_sc_hd__dfstp_2	5
sky130_fd_sc_hd__dfrtp_1	36
sky130_fd_sc_hd__a21boi_0	2
sky130_fd_sc_hd__o21ai_0	21
sky130_fd_sc_hd__a21oi_1	7
sky130_fd_sc_hd__clkinv_2	2
sky130_fd_sc_hd__buf_4	7
sky130_fd_sc_hd__nand2b_1	3
sky130_fd_sc_hd__nand2_1	28
sky130_fd_sc_hd__a22o_1	5
sky130_fd_sc_hd__mux2_2	6
sky130_fd_sc_hd__nand3b_1	2
sky130_fd_sc_hd__nor2_1	12
sky130_fd_sc_hd__a31oi_1	2
sky130_fd_sc_hd__o31ai_1	2
[worst reg2reg max path: cells and delay by family (launching register included)]
family | cells | cell delay (ns)
adder cells (fa/ha/maj) | 1 | 0.27
multiplexers | 1 | 0.39
flip-flops | 1 | 0.39
AND/OR/NAND/NOR | 1 | 0.15
AND-OR/OR-AND | 1 | 0.55
[final timing paths]
| check | from | end | slack (ns) | cells after the start |
|---|---|---|---|---|
| worst min register to register | UUT_TX.tx_reg | UUT_RX.rx_d1 | 0.38 | 0 |
| worst min-delay path | reset_n | UUT_RX.state_reg[2] | 0.17 | 1 |
| worst max register to register | UUT_RX.s_reg[0] | UUT_RX.b_reg[5] | 0.74 | 4 |
| worst max-delay path | UUT_RX.s_reg[0] | rx_frame_error | 0.16 | 6 |
| min in group clk0 | UUT_TX.tx_reg | UUT_RX.rx_d1 | 0.38 | 0 |
| max in group asynchronous | reset_n | UUT_TX.state_reg[0] | 1.72 | 2 |
[stage by stage]
stage | utilization [%] | cells | setup slack (ns)
2_1_floorplan | - | 209 | 0.819
4_1_cts | 36.6 | 315 | 0.0364
3_5_place_dp | 35.4 | 307 | 0.124
3_3_place_gp | 35.4 | 307 | 0.121
6_report | 36.7 | 315 | 0.161
5_1_grt | 36.7 | 315 | 0.0117
[timing repair]
action / CTS / global route
gates resized: 0 / 2
setup endpoints to repair: 0 / 2
buffers inserted: 0 / 0
[per-layer routing]
metal | up-vias | wire, um
li1 | 781 | -
met1 | 723 | 1880
met2 | 31 | 1630
met3 | 4 | 146
met4 | 0 | 45
met5 | - | 0
No activity file was given, so power comes from the tool's default toggle rates.
